--- design/flow/design.v ---
module vga(
	input vgaclk,
    input rst,
	input [2:0] input_red,
	input [2:0] input_green,
	input [1:0] input_blue,
	output logic [9:0] hc_out,
	output logic [9:0] vc_out,
	output logic hsync,
	output logic vsync,
	output logic [3:0] red,
	output logic [3:0] green,
	output logic [3:0] blue
);
	localparam HPIXELS  = 640;     
	localparam HFP      = 16;     
	localparam HSPULSE  = 96;     
	localparam HBP      = 48;     
	localparam HTOTAL   = 800;  
	localparam VPIXELS  = 480;     
	localparam VFP      = 10;     
	localparam VSPULSE  = 2;     
	localparam VBP      = 33;     
	localparam VTOTAL   = 525;  
	initial begin
		if (HPIXELS + HFP + HSPULSE + HBP != 800 || VPIXELS + VFP + VSPULSE + VBP != 525) begin
			$error("Expected horizontal pixels to add up to 800 and vertical pixels to add up to 525");
		end
	end
	logic [9:0] hc;
	logic [9:0] vc;
	initial begin
		hc = 1'd0;
		vc = 1'd0;
	end
	assign hc_out = hc;
	assign vc_out = vc;
	always_ff @(posedge vgaclk) begin
		if (rst == 'b1) begin
			hc <= 0;
			vc <= 0;
		end
		else if(hc >= HTOTAL - 1) begin
			if(vc >= VTOTAL - 1)
				vc <= 0;
			else
				vc <= vc + 1;
			hc <= 0;
		end
		else
			hc <= hc + 1;
	end
	assign hsync = (hc >= HPIXELS + HFP && hc < HPIXELS + HFP + HSPULSE) ? 0 : 1;
	assign vsync = (vc >= VPIXELS + VFP && vc < VPIXELS + VFP + VSPULSE) ? 0 : 1;
	always_comb begin
		if(hc < HPIXELS && vc < VPIXELS) begin
        red = input_red << 1;
        green = input_green << 1;
        blue = input_blue << 2;
		end
		else begin
			red = 0;
			green = 0;
			blue = 0;
		end
	end
endmodule
--- design/flow/run.sh ---
#!/bin/bash
# OpenROAD 26Q1-2900-gdf79404cd8, Yosys 0.63+post, stock flow scripts
make -C /OpenROAD-flow-scripts/flow DESIGN_CONFIG=/design/flow/config.mk WORK_HOME=/design/flow/orfs finish
--- design/flow/config.mk ---
export PLATFORM = sky130hd
export DESIGN_NAME = vga
export DESIGN_NICKNAME = vga
export VERILOG_FILES = /design/flow/design.v
export SDC_FILE = /design/flow/constraint.sdc
export NUM_CORES = 4
export LEC_CHECK = 1
export CORE_AREA = 10 10 82 82
export DIE_AREA = 0 0 92 92
--- design/flow/constraint.sdc ---
current_design vga

set clk_period 3.4
set clk_io_pct 0.2

create_clock -name clk0 -period $clk_period [get_ports {vgaclk}]

set non_clock_inputs [all_inputs -no_clocks]
set_input_delay [expr $clk_period * $clk_io_pct] -clock clk0 $non_clock_inputs
set_output_delay [expr $clk_period * $clk_io_pct] -clock clk0 [all_outputs]
==> out/results.ini <==
[outcome]
outcome = complete, no violations

[routing]
firstDrtPassIters = 4
via_count = 1093
drt_wl_total_um = 3079
post_drt_wl_per_cell_um = 12.37
drt_iter0_drc = 54
route.detailed.drc = 0
vias_per_cell = 4.390
drtAntennaViolNets = 0
diodes = 0

[pwr]
total_leakage_power_nw = 0.5686
powerDensity_mw_per_mm2 = 372.6
vdd_drop_max_mv = 0.1362

[cells_and_area]
area_growth_pct = 43.61
final_cell_mix = 39 x clkdlybuf4s50_1, 20 x dfxtp_1, 15 x nand2_1
finish.instance_area_sq_mm = 0.001632
final_layout_size_suffix_gt1_frac = 0.03911
lay_top_count = clkdlybuf4s50_1

[timing]
period_used_share = 0.7765
fin_crit_ns = 2.640
hold_viol = 0
setup_viol_count_final = 0
worst_slew_pin_slew_ns = 0.5224
fin_setup_tns_ns = 0
finalMaxSlewViolations = 0
fmax_ghz = 0.3788
rsz0062_at_grt = false
maxSlewHeadroom = 0.6472
finClkSkew_ns = 0.005787

[logic_synthesis]
yosys.stat.seqShare = 0.3524
top_area_cell = dfxtp_1
syn_area_sq_mm = 0.001136
async_flop_share = 0
yosysTopAreaCellShare = 0.3524
edf_count = 0
syn_inst = 141
topCellsByArea = dfxtp_1 35%, and2_1 5.0%, nand2_1 5.0%
ys_types = 37
yosys_warnings = 1
flop_cell = dfxtp_1
ys_ff = 20
syn_avg_cell_area_sq_um = 8.057
ys_cells = 141
yosysChipArea_sq_mm = 0.001136

[cts]
cts_setup_buffers = 0
htreeDepth = 1
cts_hold_buf = 0
cts_sinks = 20
cts_tree = done
cts_buffer_depth = 2
cts_resized = 0
clkSlewWorstSetupHoldPaths_ns = 0.08
cts_root_buf = clkbuf_8
clkLatencyLatePin_ns = 0.26
cts-buffers-inserted = 3

[floorplan]
chip_area_sq_mm = 0.008464
fp.dieH_um = 92
num_rows = 26
core-area_sq_mm = 0.005075
io_pins = 44
die_w_um = 92
fp_util = 0.2239

[global_routing]
gr-total-overflow = 0
grt_pass1_wl_um = 5278
grt_pass1_vias = 1067
grt_antenna_before_repair = 0
grt_max_degree = 13
grtUsageTotal = 0.07257

[min_path]
holdCritPathClass = reg2reg

[place]
place_area_sq_mm = 0.001577
post-dp-hpwl_um = 2473
port_buffers = 39
gp_congestion = 0.8492

[critical_path]
path_cells = nand2_1 -> nor2_1 -> nor3_1 -> and2_1 -> clkdlybuf4s50_1
required_ns = 2.72
arrival_ns = 1.96
critPathMaxStageDelay_ns = 0.46
start_kind = flip-flop
cp_slowest_cell = nor3_1
crit_type = reg2out
path_max_fanout = 8
worstSetupEndpointType = primary output

[job]
warnings = 29
cap_violations = 0

sequential cells by signal, summed over array words and instances, names as in the netlist:
register,count
hc,10
vc,10
area by class of cell:
type | count | area (sq um)
well taps | 70 | 87.58
flip-flops and latches | 20 | 400.4
repair buffers | 40 | 397.9
inverters | 4 | 15.01
fillers | 559 | 3443
multi-input cells | 111 | 675.6
clock buffers | 4 | 55.05
routing by layer:
layer  up-vias  track usage  share of wire  wire length [um]
met5         -            0              0                 0
met4         0      0.01285          0.013                40
met3         2      0.01730          0.065               200
met1       481       0.1004           0.47              1451
li1        571            -              -                 -
met2        39       0.1141           0.45              1386
cell families after synthesis:
kind of cell / count (synthesis) / share of synthesized area
xor+xnor: 8 / 0.06167
buf+inv: 13 / 0.06277
simple gates: 70 / 0.3106
other cells: 1 / 0.003301
flops: 20 / 0.3524
compound gates: 25 / 0.1652
fa+ha+maj: 4 / 0.04405
power by group:
group          switching, W  total (W)  internal (W)
logic             0.0000386   0.000128     0.0000896
registers         0.0000396   0.000299      0.000259
clock network     0.0000777   0.000181      0.000103
path summary, 6_finish.rpt:
kind / from / to / slack [ns] / cells after the start
worst max-delay path: vc[7] / blue[2] / 0.76 / 5
worst min-delay path: hc[0] / hc[0] / 0.49 / 1
worst max register to register: hc[0] / vc[4] / 1.53 / 5
worst min register to register: hc[0] / hc[0] / 0.49 / 1
cell usage after synthesis, types with 2 or more instances:
cell type and count:
nor4_1 2, ha_1 4, or4_1 2, xor2_1 4, or3_1 4, a211o_1 2
dfxtp_1 20, o21ai_0 4, and2_1 9, a21oi_1 5, nor2_1 14, nand3_1 9
nand2_1 15, o2bb2ai_1 3, buf_4 4, xnor2_1 4, inv_1 4, nand4_1 3
nor3_1 7, o21ai_1 2, clkbuf_1 4
worst max-delay path: cells and delay by family, from the launching register on:
family	cells	cell delay (ns)
buf+inv	1	0.46
simple gates	4	0.87
flops	1	0.37
per-stage QoR:
step           instances  worst slack [ns]  utilization  hold slack (ns)  total power (W)
2_1_floorplan        144             1.496            -           0.4409        0.0003526
3_3_place_gp         245            0.9086       0.3107           0.4822        0.0004348
3_5_place_dp         245            0.8855       0.3107           0.4793        0.0004361
4_1_cts              249            0.6971       0.3215           0.4963        0.0006187
5_1_grt              249            0.5168       0.3215           0.5315        0.0006489
6_report             249            0.7598       0.3215           0.4904        0.0006079
Power and IR drop assume default switching activity.

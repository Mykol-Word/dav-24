`/design/flow/constraint.sdc`:
```
current_design slot

set clk_period 1.0
set clk_io_pct 0.2

create_clock -name clk0 -period $clk_period [get_ports {clk}]

set non_clock_inputs [all_inputs -no_clocks]
set_input_delay [expr $clk_period * $clk_io_pct] -clock clk0 $non_clock_inputs
set_output_delay [expr $clk_period * $clk_io_pct] -clock clk0 [all_outputs]
```
`/design/flow/design.v`:
```
module slot(
	input logic clk,
	input logic run,
	input logic rst,
	output logic [3:0] num
	);
	logic [3:0] shift_reg = 4'b0100;
	always_ff @(posedge clk) begin
		if(run == 1 && rst == 1) begin
			shift_reg <= shift_reg >> 1;
			shift_reg[3] <= shift_reg[1] ^ shift_reg[0];
		end
		if(rst == 0) shift_reg <= 4'b0100;
	end 
	always_comb begin
		num = shift_reg;
	end
endmodule
```
`/design/flow/run.sh`:
```
#!/bin/bash
# OpenROAD 26Q1-2900-gdf79404cd8, Yosys 0.63+post, stock flow scripts
make -C /OpenROAD-flow-scripts/flow DESIGN_CONFIG=/design/flow/config.mk WORK_HOME=/design/flow/orfs finish
```
`/design/flow/config.mk`:
```
export PLATFORM = sky130hd
export DESIGN_NAME = slot
export DESIGN_NICKNAME = slot
export VERILOG_FILES = /design/flow/design.v
export SDC_FILE = /design/flow/constraint.sdc
export NUM_CORES = 4
export LEC_CHECK = 1
export CORE_AREA = 10 10 70 70
export DIE_AREA = 0 0 80 80
```
==> impl_metrics.csv <==
group,metric,value,unit
detailed_routing,vias,150,
cells_and_area,seqCellArea,83.8,sq um
global_route,grt_pass1_wl,779,um
run,warnings,25,
placement,gp_congestion,0.699,
pwr,p_clk_share,44.8,%
floorplan,fp.dieH,80,um
synth,ys_sh_mux,20.0,%
synth,synth.top_cells.by_count,"dfxtp_1 (4), mux2i_1 (3), nor2b_1 (2)",
synth,yosysCellCount,14,
floorplan,dieArea,6400,sq um
min_path,min_path_type,"input pin to flip-flop",
global_route,grt_overflow,0,
global_route,grt_max_degree,6,
final_timing,slew_violations,0,
worst_setup_path,critical_path_buf_inv_count,1,
synth,synth-seq-cells,4,
clocking,cts_sinks,4,
cells_and_area,largest_reg_flops,4,
worst_setup_path,critical-path-max-stage-delay,0.32,ns
detailed_routing,drtPass1Iterations,2,
synth,ys_area,150,sq um
floorplan,die_x,80,um
pwr,vdd_drop_max,0.000298,V
worst_setup_path,crit_type,"flip-flop to primary output",
synth,top_cell_area_share,53.3,%
synth,synth_cell_types,8,
synth,xor_share,5.83,%
worst_setup_path,crit_fanout,2,
placement,dp_cells,69,
final_timing,grt_setup_unrepaired,"no",
final_timing,fin_crit_sh,94.2,%
detailed_routing,route.detailed.drc,0,
placement,place.port_buffers,6,
final_timing,hold_ws,0.324,ns
detailed_routing,routed_wl,491,um
pwr,seq_power_share,39.6,%
clocking,hold_buffers,0,
global_route,grt_pass1_vias,153,
detailed_routing,drt_iter0_drc,16,
synth,largest_area_cell,"dfxtp_1",
cells_and_area,stdcell_count,73,
final_timing,finalHoldViolations,0,
cells_and_area,comb_area,65.1,sq um
clocking,insertion_delay,0.24,ns
worst_setup_path,crit_family,"flip-flops",
worst_setup_path,cp_slowest_cell,"dfxtp_1",
detailed_routing,via_per_inst,2.05,
synth,ys_sh_aoi,6.67,%
cells_and_area,drive_gt1_share,38.5,%
synth,synth-warning-count,1,
clocking,post-cts-setup-buffers,0,
floorplan,core,3420,sq um
detailed_routing,ant_nets,0,
synth,synth_top_flop_cell,"dfxtp_1",
clocking,tritoncts,"built",
final_timing,tightest_slew,0.252,ns
global_route,antenna_found_initial,1,
clocking,cts_made_buffers,3,
pwr,pwr-share-comb,15.6,%
worst_setup_path,worstPathArrival,0.74,ns
run,max_cap_violations,0,
floorplan,initCoreUtil,4.40,%
detailed_routing,detail_route.wl_per_cell,6.73,um
final_timing,fmax,1060,MHz
clocking,clockRootBuffer,"clkbuf_4",
synth,adder_share,0,%
pwr,power.density,1400,nW/um^2
worst_setup_path,end_kind,"primary output",
clocking,cts_max_path_buffers,2,
synth,avgSynthCellArea,10.7,sq um
synth,ys_seq_share,53.3,%
synth,syn_area,150,sq um
final_timing,skew,0.00408,ns
final_timing,min_period,0.942,ns
final_timing,setup_viol,0,
cells_and_area,syn_to_final_growth,116,%
synth,top_cell,"dfxtp_1",
pwr,p_sw_share,21.6,%
final_timing,fin_ws,0.0582,ns
final_timing,fin_setup_tns,0,ns
pwr,power.internal,356,uW
placement,dp_worst_setup_slack,-0.210,ns
pwr,p_leak,0.131,nW
cells_and_area,n_fill_cell,407,
pwr,p_sw,98.3,uW
synth,simple_gate_area_share,10.8,%
clocking,cts_max_level,1,
outcome,run_status,"completed",
synth,ys_top_logic_family,"multiplexers",
global_route,grtUsageTotal,1.78,%
synth,area_leaders,"dfxtp_1 (53%), mux2i_1 (20%), nor2b_1 (8.3%), xnor2_1 (5.8%), a21oi_1 (3.3%)",
clocking,path_clk_slew,0.04,ns
floorplan,io_pins,7,
final_timing,slew_headroom,83.2,%
floorplan,rows,21,
synth,async_reset_ff_share,0,%
worst_setup_path,cp-start-kind,"flip-flop",
worst_setup_path,crit_chain,"clkdlybuf4s15_1",
synth,synthCells,14,
synth,edf_count,0,
worst_setup_path,worstPathRequired,0.80,ns
==> logic make-up after synthesis <==
group                  after synthesis
XOR/XNOR                             1
multiplexers                         3
AND/OR/NAND/NOR                      3
buffers and inverters                1
AND-OR/OR-AND                        2
flip-flops                           4
==> path summary, 6_finish.rpt <==
check            endpoint  cells after the start  slack (ns)         start
max reg2reg  shift_reg[3]                      3        0.19  shift_reg[1]
min          shift_reg[3]                      2        0.32           run
min reg2reg  shift_reg[2]                      3        0.57  shift_reg[3]
max                num[2]                      1        0.06  shift_reg[2]
==> metrics by stage <==
stage	power [mW]	cell area, sq um	util (%)
2_1_floorplan	0.205	150	-
3_3_place_gp	0.256	293	8.57
3_5_place_dp	0.258	293	8.57
4_1_cts	0.463	315	9.23
5_1_grt	0.498	324	9.49
6_report	0.454	324	9.49
==> power groups by stage <==
stage / clock network, mW / logic (mW) / registers [mW]
4_1_cts: 0.212 / 0.0713 / 0.180
5_1_grt: 0.237 / 0.0795 / 0.181
6_report: 0.203 / 0.0710 / 0.180
==> placed cells by master (no fill, tap or decap) <==
master	instances
dfxtp_2	3
mux2i_1	3
nor2b_1	2
buf_4	4
a21oi_1	1
clkdlybuf4s50_1	1
diode_2	1
dlymetal6s2s_1	1
xnor2_1	1
o21ai_0	1
dfxtp_1	1
nand2_1	1
clkbuf_4	3
clkdlybuf4s15_1	4
==> layout make-up <==
| class | instances | share of cell area, % |
|---|---|---|
| timing repair buffer | 10 | 28.6 |
| tap | 46 | 17.8 |
| multi-input combinational | 9 | 20.1 |
| antenna | 1 | 0.772 |
| sequential | 4 | 25.9 |
| clock buffer | 3 | 6.95 |
==> worst register-to-register path, stage by stage, from the launching register on <==
cell	delay [ns]
dfxtp_2	0.31
buf_4	0.13
xnor2_1	0.16
a21oi_1	0.08
==> repair_timing <==
action	in CTS	in global routing
gates resized	8	4
setup endpoints to repair	4	4
cloned	0	0
==> metal layers <==
metal	vias to the layer above	share of wire [%]	global-route usage [%]
met3	0	30	3.18
met5	-	0	0
li1	73	-	-
met4	0	0	0.176
met2	9	32	1.85
met1	68	38	1.66
No activity file was given, so power comes from the tool's default toggle rates.

File: flow/run.sh
#!/bin/bash
# OpenROAD 26Q1-2900-gdf79404cd8, Yosys 0.63+post, stock flow scripts
make -C /OpenROAD-flow-scripts/flow DESIGN_CONFIG=/design/flow/config.mk WORK_HOME=/design/flow/orfs finish
File: flow/constraint.sdc
current_design buzzer

set clk_period 2.7
set clk_io_pct 0.2

create_clock -name clk0 -period $clk_period [get_ports {clk}]

set non_clock_inputs [all_inputs -no_clocks]
set_input_delay [expr $clk_period * $clk_io_pct] -clock clk0 $non_clock_inputs
set_output_delay [expr $clk_period * $clk_io_pct] -clock clk0 [all_outputs]
File: flow/config.mk
export PLATFORM = sky130hd
export DESIGN_NAME = buzzer
export DESIGN_NICKNAME = buzzer
export VERILOG_FILES = /design/flow/design.v
export SDC_FILE = /design/flow/constraint.sdc
export NUM_CORES = 4
export LEC_CHECK = 1
export CORE_AREA = 10 10 100 100
export DIE_AREA = 0 0 110 110
File: flow/design.v
module buzzer(
	input logic clk,
	input logic freq,
	input logic rst,
	output logic buzz_clk
	);
	clock_divider clk_div(.clk(clk), .speed(freq), .rst(rst), .out_clk(buzz_clk));
endmodule
module clock_divider(
		input logic clk,
		input logic [19:0] speed,
		input logic rst,
		output logic out_clk
	);
	parameter INCOMING_SIGNAL = 50000000;
	logic [25:0] counter = 0;
	logic next_clk = 0;
	always_ff @(posedge clk) begin
		out_clk <= next_clk;
		if(counter == INCOMING_SIGNAL/speed - 1) counter <= 0;
		else counter <= counter + 1;
		if(rst == 0) begin
			counter <= 0;
		end
	end
	always_comb begin
		if(counter < (INCOMING_SIGNAL/speed)/2) next_clk = 0;
		else next_clk = 1;
	end
endmodule
==> impl_metrics.toml <==
# implementation run metrics
[die]
die_w_um = 110
dieHeight_um = 110
fp-utilization_pct = 21.86
row_count = 32
io_pins = 4
core-area_um2 = 7807
die_area_um2 = 12100

[global_route]
grt_max_degree = 25
grt_pass1_vias = 1269
grt_pass1_wl_um = 6292
antenna_found_initial = 0
grt.overflow.total = 0
track_usage_pct = 6.308

[yosys]
mux_share_pct = 0
yosys-top-cells-count = "dfxtp_1, a21oi_1, nand3_1, nor2_1, ha_1"
top_cell_area_share_pct = 31.67
ys.flops = 27
synthFlopType = "dfxtp_1"
top_cell = "dfxtp_1"
netlist_area_um2 = 1707
edf_count = 0
avgSynthCellArea_um2 = 8.889
ys_sh_adder_pct = 10.26
netlist_instances = 192
xor_area_share_pct = 5.132
postSynthSeqShare_pct = 31.67
synth_cell_types = 43
synthArstFlopShare_pct = 0
ys_sh_simple_pct = 33.21
topCellsByArea = "dfxtp_1, ha_1, a21oi_1, nand3_1, o31ai_1"
yosys_warnings = 2
top_logic_kind = "simple AND/OR/NAND/NOR gates"
yosysTopAreaCell = "dfxtp_1"
ys_cells = 192
compound_area_share_pct = 16.13
ys_area_um2 = 1707

[flow_run]
openroad.warnings = 25
maxCapViolCount = 0

[placement]
io_buffers = 3
dpl.hpwl_um = 2790
dp_slack_ps = 129.2
place.gp.congestion = 0.8284

[timing]
slew_viol_final = 0
finalClockSkew_ps = 8.878
period_used_pct = 84.05
setup_viol = 0
tns_ps = 0
max_slew_margin_pct = 73.20
layout_setup_ws_ps = 430.7
fmax_mhz = 440.7
finalHoldViolCount = 0
fin_crit_ps = 2269
worst_pin_slew_ps = 401.9
rsz0062_at_grt = "no"

[critical_path]
cp_num_buf_inv = 3
path_cells = "clkdlybuf4s50_1 > buf_4 > ha_1 > and4_1 > nand4_1 > o31ai_4 > buf_12 > nor2_1"
critPathTopFamily = "buffers and inverters"
cpPeakStageDelay_ps = 410
cp.required_ps = 2870
crit_path_top_delay_cell = "clkdlybuf4s50_1"
crit_path_start_kind = "input port"
end_kind = "flop"
crit_path_start = "freq"
crit_fanout = 24
r2r_start = "clk_div.counter[0]"
worst-setup-path-type = "in -> reg"
crit_arrival_ps = 2430

[cells_and_area]
drive_gt1_share_pct = 11.68
syn2layout_area_growth_pct = 11.22
fillCellCount = 852

[clock_network]
cts_hold_buf = 0
numCtsBuffers = 3
clk_pin_slew_ps = 80
htree_levels = 1
cts_sinks = 27
root_buffer = "clkbuf_8"
insertion_delay_ps = 270
cts_tree = "yes"
cts_max_path_buffers = 2
cts_resized = 0
cts_setup_buffers = 0

[pwr]
max-vdd-ir-drop_v = 0.0002788
p_per_area_nw_per_um2 = 365.9
p_leak_nw = 0.6159

[drt]
drc = 0
dr.first_iter.drc_count = 146
vias = 1434
via_per_inst = 4.796
wl_per_cell_um = 12.28
wl_um = 3672
drt_first_pass_iters = 4
ant_nets = 0
antenna_cells = 0

[outcome]
outcome = "finished clean"

[min_path]
hp-class = "reg -> reg"
worstHoldStart = "clk_div.counter[0]"
logic make-up (layout without fill, tap and decap cells):
family	count (synthesis)	in the layout
flops	27	27
compound gates	42	42
buf+inv	10	15
fa+ha+maj	14	14
xor+xnor	10	10
simple gates	89	89
registers in the layout, summed over array words and instances (netlist names):
signal / count
clk_div.counter: 26
clk_div.out_clk: 1
placed cells by master, fill, tap and decap left out, drive strengths merged, types with 2 or more instances in the layout:
master	instances
nand4b	2
or3	2
clkdlybuf4s50	3
o311ai	2
nand2	12
dfxtp	27
o211ai	2
xnor2	3
clkbuf	4
nor2	15
and2	2
nand3	20
inv	6
a21oi	19
xor2	7
ha	14
and3	5
and4	6
o22ai	2
or4	10
nor3	2
nand4	7
buf	2
o21ai	5
o31ai	10
worst reg2reg max path, stage by stage, from the launching register on:
cell,delay [ps]
dfxtp_1,420
inv_1,70
ha_1,280
nor4b_2,260
nand4_1,250
o31ai_4,270
buf_12,200
nor2_1,70
report_power, final:
| group | switching [mW] | leakage [nW] | total, mW | internal (mW) |
|---|---|---|---|---|
| combinational | 0.0260 | 0.375 | 0.0479 | 0.0220 |
| sequential | 0.0134 | 0.218 | 0.418 | 0.405 |
| clock | 0.123 | 0.0228 | 0.229 | 0.106 |
final timing paths:
check,end,slack [ps],cells after the start
setup / recovery,clk_div.counter[5],430,8
hold / removal,clk_div.counter[0],500,1
setup reg to reg,clk_div.counter[5],790,7
hold reg to reg,clk_div.counter[0],500,1
final cells by class:
cell class / instances / area (um2) / share of cell area, %
inverters: 6 / 22.52 / 1.187
flip-flops and latches: 27 / 540.5 / 28.48
clock buffers: 4 / 45.04 / 2.373
multi-input cells: 155 / 1105 / 58.21
well taps: 102 / 127.6 / 6.724
repair buffers: 5 / 57.56 / 3.032
metal layers:
| layer | vias up | track usage (%) | routed length, um | share of wire, % |
|---|---|---|---|---|
| met4 | 0 | 1.022 | 66 | 1.8 |
| met2 | 8 | 9.399 | 1616 | 44 |
| met5 | - | 0 | 0 | 0 |
| li1 | 759 | - | - | - |
| met3 | 4 | 1.058 | 70 | 1.9 |
| met1 | 663 | 9.495 | 1918 | 52 |
metrics by stage:
stage | instances | hold slack [ps] | area, um2 | util (%) | total power [mW]
2_1_floorplan | 192 | 436.9 | 1707 | - | 0.4550
3_3_place_gp | 295 | 484.5 | 1853 | 23.73 | 0.4743
3_5_place_dp | 295 | 481.4 | 1853 | 23.73 | 0.4759
4_1_cts | 299 | 502.8 | 1898 | 24.31 | 0.7057
5_1_grt | 299 | 522.7 | 1898 | 24.31 | 0.7234
6_report | 299 | 499.6 | 1898 | 24.31 | 0.6944
No activity file was given, so power comes from the tool's default toggle rates.
